<file path="flow/design.v">
module Registrador(
input [2:0] ra1, 
input [2:0] ra2, 
input [2:0] wa3, 
input we3,
input [7:0] wd3,
input clk,
input reset,
output reg [7:0] rd1, 
output reg [7:0] rd2,
output reg [7:0] S0, S1 ,S2 ,S3 ,S4 ,S5 ,S6, S7
);
reg [7:0] register [7:0];
always @(posedge clk or negedge reset) 
begin
	if(!reset) begin
		register[0]<=0;
		register[1]<=0;
		register[2]<=0;
		register[3]<=0;
		register[4]<=0;
		register[5]<=0;
		register[6]<=0;
		register[7]<=0;
	end 
	else begin 	
	if(we3 && wa3) 
		register[wa3] <= wd3;
end 
end
always @ (*) 
begin
	register[0] = 8'd0;
	rd1 = register[ra1];
	rd2 = register[ra2];
	S0 = register[0];
	S1 = register[1];
	S2 = register[2];
	S3 = register[3];
	S4 = register[4];
	S5 = register[5];
	S6 = register[6];
	S7 = register[7];
end
endmodule
</file>
<file path="flow/run.sh">
#!/bin/bash
# OpenROAD 26Q1-2900-gdf79404cd8, Yosys 0.63+post, stock flow scripts
make -C /OpenROAD-flow-scripts/flow DESIGN_CONFIG=/design/flow/config.mk WORK_HOME=/design/flow/orfs finish
</file>
<file path="flow/config.mk">
export PLATFORM = sky130hd
export DESIGN_NAME = Registrador
export DESIGN_NICKNAME = Registrador
export VERILOG_FILES = /design/flow/design.v
export SDC_FILE = /design/flow/constraint.sdc
export NUM_CORES = 4
export LEC_CHECK = 1
export CORE_UTILIZATION = 30
</file>
<file path="flow/constraint.sdc">
current_design Registrador

set clk_period 2.8
set clk_io_pct 0.2

create_clock -name clk0 -period $clk_period [get_ports {clk}]

set non_clock_inputs [all_inputs -no_clocks]
set_input_delay [expr $clk_period * $clk_io_pct] -clock clk0 $non_clock_inputs
set_output_delay [expr $clk_period * $clk_io_pct] -clock clk0 [all_outputs]
</file>
==> qor.yml <==
logic_synthesis:
  largest_area_cell: "dfrtp_1"
  most_common_cell: "mux2_2"
  syn_area_um2: 3230
  synth_cell_types: 33
  top_area_share_pct: 43.4
  avgSynthCellArea_um2: 13.0
  top_cells_by_area: "dfrtp_1 (43%), mux2_2 (24%), mux2i_1 (8.7%), a221oi_1 (4.6%), buf_4 (3.3%)"
  mux_share_pct: 33.1
  yosys.area_share.adder_pct: 0
  ys_seq_share_pct: 43.4
  ys_sh_aoi_pct: 10.7
  ys_sh_simple_pct: 6.24
  synth_warnings: 2
  top_logic_kind: "multiplexers"
  synth_top_flop_cell: "dfrtp_1"
  synth_flops: 56
  common_cells: "mux2_2 (69), dfrtp_1 (56), mux2i_1 (28)"
  ys_cells: 249
  synthCells: 249
  synthArstFlopShare_pct: 100
  yosysChipArea_um2: 3230
  synth-xor-area-share_pct: 0
  synth-edff-count: 0
global_route:
  grt-ovfl-total: 0
  grt_max_degree: 30
  grt_usage_pct: 17.9
  grt_pass1_wl_um: 15000
  grt_pass1_vias: 2618
  antenna_found_initial: 0
placement:
  place_ws_ns: -0.224
  hpwl_um: 6930
  port_buffers: 91
  gp_congestion: 0.825
  placed_area_um2: 4400
routing:
  drt_first_pass_iters: 4
  drt_iter0_markers: 108
  routedWlPerCell_um: 18.8
  diodes: 0
  drc_errors: 0
  avgViaCountPerCell: 5.14
  vias: 2585
  drtAntennaViolNets: 0
  wirelength_um: 9440
setup_path:
  path_max_fanout: 8
  worstReg2RegEnd: "register[2][2]"
  cp-start-kind: "primary input"
  worstSetupPathType: "primary input to output pin"
  crit_arrival_ns: 2.15
  cp-end-kind: "output pin"
  reg2reg_depth: 1
  r2r_slack_ns: 1.97
  crit_start: "ra1[1]"
  cp.required_ns: 2.24
  rr_startpoint: "register[2][2]"
run_status:
  outcome: "finished, final reports clean"
final_timing:
  tightest_slew_ns: 0.677
  slew_viol_final: 0
  setup_viol: 0
  max_freq_ghz: 0.369
  timing.final.ws_setup_ns: 0.0870
  finalClockPeriodUsage_pct: 96.9
  finalCriticalPeriod_ns: 2.71
  skew_ns: 0
  finalHoldViolCount: 0
  rsz0062_at_grt: "no"
  max-slew-margin-rel_pct: 54.9
die:
  core_util_floorplan_pct: 31.2
  rows: 37
  chipArea_um2: 11200
  die_x_um: 106
  die.size.y_um: 106
  core_area_um2: 10400
  ios: 100
clocking:
  worstSkewPairLatency_ns: 0.31
  cts_buffers: 5
  clk_path_buf_depth: 2
  cts_root_buf: "clkbuf_8"
  path_clk_slew_ns: 0.10
  cts_htree_levels: 2
  clock_sinks: 56
  cts_tree: "done"
run:
  log.warning_count: 25
  cap_violations: 0
cells_and_area:
  drive_gt1_share_pct: 37.9
  fin_area_um2: 4670
  syn_to_final_growth_pct: 44.4
  largest_reg_flops: 56
  largestRegisters: "register: 56 flops"
  regMostFlops: "register"
power_and_ir_drop:
  p_leak_nw: 1.98
  power.density_nw_per_um2: 583
  peakVddDrop_v: 0.000310
worst_hold_path:
  hold_path_class: "primary input to async pin"
-- routing by layer --
metal / track usage [%] / vias up / wire, µm
met5: 0 / - / 0
met4: 0.992 / 0 / 51
met3: 4.04 / 5 / 702
met2: 27.5 / 97 / 4240
met1: 27.8 / 1293 / 4450
li1: - / 1190 / -
-- layout make-up --
cell class	count	area, µm²
clock buffer	7	96.3
clock inverter	1	30.0
fill	970	5700
inverter	2	11.3
multi-input combinational	172	1730
sequential	56	1400
tap	136	170
timing repair buffer	129	1230
-- kinds of logic (layout without fill, tap and decap cells) --
kind of cell / Yosys count / in the layout
multiplexers: 98 / 98
flip-flops: 56 / 56
AND-OR/OR-AND: 43 / 43
buffers and inverters: 28 / 139
AND/OR/NAND/NOR: 23 / 23
other: 1 / 8
-- how the worst max path moves through the flow --
| stage | depth (start not counted) | slack, ns | endpoint |
|---|---|---|---|
| 5_1_grt | 6 | 0.03 | rd1[5] |
| 4_1_cts | 7 | 0.08 | rd2[1] |
| 6_report | 6 | 0.09 | rd1[7] |
-- stage by stage --
stage	hold slack, ns	power, W	setup TNS [ns]	instances	utilization (%)
4_1_cts	0.287	0.00274	0	503	45.0
3_3_place_gp	0.546	0.00211	-2.51	490	42.5
6_report	0.278	0.00272	0	503	45.0
5_1_grt	0.312	0.00288	0	503	45.0
3_5_place_dp	0.550	0.00212	-2.26	490	42.5
2_1_floorplan	0.264	0.00149	0	256	-
-- worst max-delay path: stages --
cell	delay, ns
dlygate4sd2_1	0.28
buf_6	0.16
buf_4	0.15
mux2i_1	0.14
a221oi_2	0.33
clkdlybuf4s50_1	0.53
-- cell usage in the layout, fill, tap and decap left out, types with 3 or more instances in the layout --
| master | instances |
|---|---|
| clkdlybuf4s50_1 | 84 |
| mux2_2 | 69 |
| dfrtp_1 | 56 |
| buf_4 | 30 |
| mux2i_1 | 28 |
| a221oi_2 | 10 |
| conb_1 | 8 |
| a221oi_1 | 7 |
| clkbuf_8 | 7 |
| dlygate4sd2_1 | 6 |
| buf_6 | 6 |
| and2_1 | 5 |
| a32oi_1 | 5 |
| a21oi_1 | 4 |
| a211o_1 | 4 |
| o211ai_1 | 4 |
| a211oi_1 | 3 |
| a211oi_2 | 3 |
| nand4b_2 | 3 |
-- power by group --
part,internal (W),switching (W)
Sequential,0.000987,0.000211
Clock,0.000316,0.000262
Combinational,0.000682,0.000261
Total,0.00198,0.000734
-- repair_timing --
item | in CTS | in global routing
gates resized | 29 | 0
setup endpoints to repair | 16 | 0
endpoints found under the hold margin | 0 | 0
hold buffers | 0 | 0
setup buffers | 5 | 0
Power is estimated from default activity; no workload was simulated.
