### /design/flow/config.mk
export PLATFORM = sky130hd
export DESIGN_NAME = DataMem
export DESIGN_NICKNAME = DataMem
export VERILOG_FILES = /design/flow/design.v
export SDC_FILE = /design/flow/constraint.sdc
export NUM_CORES = 4
export LEC_CHECK = 1
export CORE_UTILIZATION = 50
### /design/flow/constraint.sdc
current_design DataMem

set clk_period 4.8
set clk_io_pct 0.2

create_clock -name clk0 -period $clk_period [get_ports {clk}]

set non_clock_inputs [all_inputs -no_clocks]
set_input_delay [expr $clk_period * $clk_io_pct] -clock clk0 $non_clock_inputs
set_output_delay [expr $clk_period * $clk_io_pct] -clock clk0 [all_outputs]
### /design/flow/design.v
module DataMem (
input [7:0] A,
input [7:0] WD,
output reg [7:0] RD,
input WE,
input rst,
input clk);
reg [7:0] memoria[255:0];
always @(*) 
	begin
		RD=memoria[A];
	end 
always @(posedge clk or negedge rst)  begin
integer i;
	if(!rst) begin
		for(i=0; i<256; i=i+1) 
			begin
				memoria[i]<=8'b0;
			end
	end else begin
			if (WE) memoria[A] = WD;
	end
end
endmodule
### /design/flow/run.sh
#!/bin/bash
# OpenROAD 26Q1-2900-gdf79404cd8, Yosys 0.63+post, stock flow scripts
make -C /OpenROAD-flow-scripts/flow DESIGN_CONFIG=/design/flow/config.mk WORK_HOME=/design/flow/orfs finish
==> impl_metrics.tcl <==
# implementation run metrics
set metrics [dict create \
    grt_pass1_wl_um 753000 \
    clock-sinks 2048 \
    first_pass_iters 23 \
    cp.required_ns 3.84 \
    use_met1 0.709 \
    syn-cell-area_um2 94700 \
    num_rows 159 \
    avgRoutedWirePerCell_um 49.6 \
    ff_type "dfrtp_1" \
    powerDensity_nw_per_um2 479 \
    final_cell_area_um2 124000 \
    cts.reportedPaths.clkPinSlew_ns 0.06 \
    regArea_um2 51200 \
    htreeDepth 4 \
    fmax_mhz 158 \
    hold_viol 0 \
    min_period_ns 6.31 \
    async_flop_share 1.00 \
    warnings 76 \
    dpl-instance-area_um2 114000 \
    busiest_layer "met2" \
    antenna_found_initial 64 \
    status "finished with violations" \
    reg2reg_to "memoria[29][5]$_DFFE_PN0P_" \
    cts_made_buffers 206 \
    skew_ns 0 \
    clkLatencyLatePin_ns 0.91 \
    postSynthAreaPerCell_um2 12.9 \
    rsz0062_at_grt "yes" \
    worstSetupPathType "input pin to output pin" \
    hp-start "memoria[120][7]$_DFFE_PN0P_" \
    initCoreUtil 0.504 \
    grt_usage 0.628 \
    drc 0 \
    failed_checks "slew limit, setup timing" \
    largest_reg_flops 2048 \
    nFillCells 12900 \
    worstHoldPathType "register to register" \
    met2_usage 0.743 \
    max-cap-violations 0 \
    crit_start "A[5]" \
    use_met3 0.515 \
    grt-ovfl-total 0 \
    core_region_area_um2 188000 \
    grt_pass1_vias 83300 \
    ys_chip_area_um2 94700 \
    cts_tree "built" \
    max_slew_margin -0.0300 \
    cts_max_path_buffers 3 \
    chipWidth_um 437 \
    ys_cells 7350 \
    finalClockPeriodUsage 1.32 \
    worstSetupStartpointType "input pin" \
    syn_inst 7350 \
    drtIter0Drc 9759 \
    post-place-ws_ns -2.08 \
    min_to "memoria[120][7]$_DFFE_PN0P_" \
    ctsRootBufferMaster "clkbuf_16" \
    setup_viol 24 \
    antenna_left 0 \
    numPortBuffers 26 \
    drt_wl_total_um 568000 \
    power_leakage_uw 0.0519 \
    drive_above_1_share 0.513 \
    hpwl_um 407000 \
    die_h_um 437 \
    reg2reg_depth 1 \
    edf_count 0 \
    regMostFlops "memoria" \
    reg2reg_slack_ns 3.66 \
    end_kind "output pin" \
    drt-vias-per-instance 7.35 \
    logic_area_um2 42700 \
    chip_area_um2 191000 \
    ys_types 103 \
    fin_ws_ns -1.51 \
    worstMarginPinSlew_ns 1.54 \
    gp_congestion 1.21 \
    whs_ns 0.494 \
    whs_path_depth 1 \
    num_vias 84300 \
    syn2layout_area_growth_pct 30.6 \
    r2r-start "memoria[29][5]$_DFFE_PN0P_" \
    crit_arrival_ns 5.35 \
    synth_seq_share 0.541 \
    grt_max_degree 132 \
    final_max_slew_viol_count 1 \
    largestRegisters "memoria x2048" \
    ys.warnings.count 2 \
    ios 27 \
    ys_ff 2048 \
    ir_drop_uv 487 \
    path_max_fanout 6 \
]
-- cells in the final DEF, fill, tap and decap left out, types with 17 or more instances in the layout --
| cell type | n |
|---|---|
| clkinv_2 | 27 |
| nor2_2 | 28 |
| mux2_2 | 2051 |
| clkbuf_8 | 54 |
| and3_1 | 17 |
| buf_8 | 24 |
| nor3_1 | 46 |
| or4_1 | 26 |
| a22o_1 | 89 |
| bufinv_16 | 18 |
| nand4_1 | 87 |
| a211oi_2 | 17 |
| a22oi_1 | 635 |
| nor4_4 | 19 |
| buf_6 | 67 |
| o211ai_1 | 29 |
| nor2_1 | 253 |
| o21ai_0 | 94 |
| a21oi_2 | 21 |
| nor4_2 | 22 |
| nor4_1 | 31 |
| a222oi_1 | 51 |
| a22oi_2 | 33 |
| a221oi_1 | 51 |
| clkinvlp_4 | 18 |
| dfrtp_1 | 2048 |
| buf_4 | 1258 |
| diode_2 | 63 |
| o22ai_1 | 165 |
| clkbuf_1 | 36 |
| clkbuf_16 | 209 |
| nand3_1 | 63 |
| nor3_2 | 33 |
| nand2_1 | 175 |
| a21oi_1 | 128 |
| o21ai_1 | 23 |
| a32oi_1 | 105 |
| buf_12 | 412 |
-- through the flow --
stage | util | total power [µW] | cells | setup TNS (ns)
3_3_place_gp | 0.605 | 40200 | 10900 | -726.23
2_1_floorplan | - | 34200 | 7350 | 0
5_1_grt | 0.657 | 60700 | 11400 | -5.74
6_report | 0.658 | 59200 | 11500 | -8.30
3_5_place_dp | 0.605 | 40900 | 10900 | -638.27
4_1_cts | 0.653 | 58200 | 11400 | -4.90
-- area by class of cell --
cell class,instances,share of cell area
flip-flops and latches,2048,0.415
multi-input cells,4676,0.345
repair buffers,1782,0.155
clock buffers,298,0.0492
well taps,2495,0.0253
clock inverters,82,0.00892
diodes,63,0.00128
inverters,12,0.000364
-- cell families after synthesis --
| logic type | Yosys count | share of synthesized area |
|---|---|---|
| buf+inv | 626 | 0.0266 |
| mux | 2053 | 0.244 |
| flops | 2048 | 0.541 |
| simple gates | 985 | 0.0569 |
| compound gates | 1633 | 0.131 |
| xor+xnor | 5 | 0.000463 |
-- what timing repair did --
| action | in CTS | in global routing |
|---|---|---|
| pin swaps | 70 | 61 |
| gates cloned | 7 | 0 |
| resized | 302 | 118 |
| hold buffers | 1 | 0 |
| buffers inserted | 58 | 24 |
| endpoints found under the setup margin | 39 | 8 |
| endpoints found under the hold margin | 8 | 0 |
-- power breakdown --
group	switching (µW)	total [µW]	internal, µW	leakage, µW
combinational	6530	13800	7260	0.0240
clock	7330	17100	9790	0.00348
sequential	4440	28300	23800	0.0243
total	18300	59200	40900	0.0519
-- how the worst max path moves through the flow --
stage	depth (start not counted)	end
5_1_grt	13	RD[4]
4_1_cts	13	RD[4]
6_report	13	RD[4]
-- routing by layer --
metal | routed length, µm | up-vias
met3 | 114000 | 2524
met2 | 209000 | 7970
met4 | 58900 | 131
met5 | 5980 | -
li1 | - | 31100
met1 | 179000 | 42500
-- cell usage after synthesis (9+ instances only) --
cell	count	share of area
dfrtp_1	2048	0.54
or4_1	37	0.0029
nor3_2	19	0.0020
nor3_1	72	0.0038
a31oi_1	18	0.0012
a221oi_1	61	0.0056
o211ai_1	29	0.0023
o221ai_1	11	0.0010
nand4bb_1	13	0.0015
inv_1	9	0.00036
o211ai_2	9	0.0012
o21ai_2	10	0.00093
o22ai_1	172	0.011
a21oi_2	18	0.0017
buf_4	16	0.0013
nor4bb_1	11	0.0012
or3_1	14	0.00093
a222oi_1	51	0.0054
mux2_2	2051	0.24
buf_1	65	0.0026
buf_2	72	0.0038
o21ai_1	18	0.00095
nand4b_1	11	0.0010
nand3_1	74	0.0039
a22o_1	91	0.0084
and4b_1	10	0.0011
a22oi_1	668	0.053
nand4_1	87	0.0057
nor4_2	10	0.0013
a32oi_1	113	0.010
clkbuf_1	459	0.018
nor4_1	57	0.0038
nor2_1	287	0.011
a21oi_1	133	0.0070
nand2_1	180	0.0071
and3_1	19	0.0013
a211oi_2	17	0.0022
o21ai_0	100	0.0053
-- critical path: stages --
cell and delay [ns]:
buf_8 0.11, buf_12 0.14, buf_6 0.11, and4b_4 0.21, buf_12 0.15, buf_16 0.14
a22o_4 0.25, a222oi_1 1.23, nand3_2 0.72, nor4_4 0.59, nand4_1 0.14, o32a_1 0.43
buf_2 0.16
Power and IR drop assume default switching activity.
